## /design/flow/run.sh

```bash
#!/bin/bash
# OpenROAD 26Q1-2900-gdf79404cd8, Yosys 0.63+post, stock flow scripts
make -C /OpenROAD-flow-scripts/flow DESIGN_CONFIG=/design/flow/config.mk WORK_HOME=/design/flow/orfs finish
```

## /design/flow/config.mk

```make
export PLATFORM = sky130hd
export DESIGN_NAME = sec_clk
export DESIGN_NICKNAME = sec_clk
export VERILOG_FILES = /design/flow/design.v
export SDC_FILE = /design/flow/constraint.sdc
export NUM_CORES = 4
export LEC_CHECK = 1
export CORE_AREA = 10 10 95 95
export DIE_AREA = 0 0 105 105
```

## /design/flow/constraint.sdc

```tcl
current_design sec_clk

set clk_period 3.5
set clk_io_pct 0.2

create_clock -name clk0 -period $clk_period [get_ports {clk}]

set non_clock_inputs [all_inputs -no_clocks]
set_input_delay [expr $clk_period * $clk_io_pct] -clock clk0 $non_clock_inputs
set_output_delay [expr $clk_period * $clk_io_pct] -clock clk0 [all_outputs]
```

## /design/flow/design.v

```verilog
`timescale 1ns / 1ps
module sec_clk(clk, cout);
	input wire clk;
	output wire cout;
	reg clk_1s=0;
	reg [39:0] cnt=0;
	always @ (posedge clk) begin
		if (cnt < 249_999) begin
			cnt <= cnt + 1;
		end else begin
			cnt <= 0;
			clk_1s <= ~clk_1s;
		end
	end
	assign cout=clk_1s;
endmodule
```

==> impl_summary.log <==
[report] extracting results
[metrics] number of setup buffers added after CTS: 0
[metrics] post-synth area from yosys stat: around 1400 um2
[metrics] ratio of total power to cell area: 538.5 nW/um2
[metrics] CP max stage delay: 0.69 ns
[metrics] data required time at the worst endpoint: approximately 3.7 ns
[metrics] combined area of all synthesized cells: 1355 um2
[metrics] maximum count of clock buffers along a single path: 2
[metrics] Worst Slack Setup Final: 1.525 ns
[metrics] first-pass detailed-route iteration total: 4
[metrics] # clock sinks: 41
[metrics] startpoint of the lowest-slack hold path: cnt[0]
[metrics] status: finished clean
[metrics] WL final: about 2000 um
[metrics] Cell variety after synth: 29
[metrics] endpoint type of the worst setup path: flip-flop
[metrics] Final HPWL DP: 1318 um
[metrics] synthesized area per cell: ~11 um2
[metrics] crit path kind: reg2reg
[metrics] cell chain of the critical path: nand3_2 -> or4_1 -> or3_1 -> a211oi_1
[metrics] total length of routed met2 wires: ~840 um
[metrics] pre-CTS WS: roughly 1.6 ns
[metrics] number of endpoints with negative hold slack in the final report: 0
[metrics] via count: ~900
[metrics] Yosys warning total: 1
[metrics] Tot GR Track Use: 0.03690
[metrics] RD Place Congestion: ~0.76
[metrics] yosys cell count: 126
[metrics] full die area: between 10000 and 15000 um2
[metrics] first element of the critical path: cnt[2]
[metrics] Sum Neg Setup Slack: 0 ns
[metrics] post-cts hold-fix buffer tally: 0
[metrics] first-pass GRT wire length: about 3600 um
[metrics] leakage power: 0.5609 nW
[metrics] endpoint arrival time on the critical path: roughly 2.2 ns
[metrics] Finished Core Util: 0.2444
[metrics] post-synthesis sequential element count: around 41
[metrics] RSZ-0062 raised after global routing: false
[metrics] Die Ht: ~110 um
[metrics] area growth from synthesis to layout: 24.56%
[metrics] startpoint class of the critical path: flip-flop
[metrics] WL met1: 1032 um
[metrics] post-CTS sizing: 0
[metrics] most numerous logic cells after layout: sky130_fd_sc_hd__dfxtp_1 (40), sky130_fd_sc_hd__conb_1 (22), sky130_fd_sc_hd__nor3_1 (14), sky130_fd_sc_hd__xnor2_1 (9), sky130_fd_sc_hd__nor4_1 (8)
[metrics] Placement Rows: 30
[metrics] class of the tightest hold or removal check: reg2reg
[metrics] total grt overflow: 0
[metrics] clock tree from TritonCTS: done
[metrics] max-slew headroom at the worst pin: 0.5058
[metrics] Top cell excl fill/tap: sky130_fd_sc_hd__dfxtp_1
[metrics] library cell used as clock root buffer: sky130_fd_sc_hd__clkbuf_8
[metrics] total length of routed met3 wires: around 83 um
[metrics] antenna violations before repair: 0
[metrics] per-cell via count in the routed design: around 3.6
[metrics] total antenna diodes in the routed design: 0
[metrics] instance tally after logic synthesis: around 130
[metrics] final critical-path required period: 1.975 ns
[metrics] Top Ports: 2
[metrics] Max-cap violations: 0
[metrics] timing-limited maximum frequency: about 0.51 GHz
[metrics] Final Skew: 0.008326 ns
[metrics] FF-to-FF Start: cnt[2]
[metrics] highest routed metal layer: met4
[metrics] hold slack final: 0.4890 ns
[metrics] number of enable flip-flop cells: 1
[metrics] level count of the clock H-tree: 2
[metrics] Wirelength per Cell: between 8 and 9 um
[metrics] vias in the first global route: 834
[metrics] number of DRC markers in iteration 0: 7
[metrics] Worst Path Max Fanout: 7
[metrics] number of DRC violations after detailed routing: 0
[metrics] post-synthesis sequential area ratio: 0.6131
[metrics] clock buffer count from CTS: 5
[metrics] worst-path cell with the longest stage delay: sky130_fd_sc_hd__or4_1
[metrics] share of flip-flops with an asynchronous set or reset: 0
[metrics] insertion delay of the later-clocked pin in the worst-skew pair: about 0.29 ns
[metrics] Port Buffer Count: 1
[metrics] Die X: about 110 um
[metrics] Dominant Register Cell: sky130_fd_sc_hd__dfxtp_1
[metrics] Init Core Util: 0.1962
[metrics] residual antenna-violating net count after detailed routing: 0
[metrics] worst IR drop on VDD: about 0.00019 V
[metrics] worst slew pin tran: around 0.74 ns
[metrics] kind of cell adding the most delay to the critical path: simple AND/OR/NAND/NOR gates
[metrics] maximum number of pins on one net before global-route repair: 20
[metrics] Bufs and invs on worst path: 0
[metrics] Core Footprint: between 6000 and 7000 um2
[metrics] count of final setup violators: 0
[metrics] fraction of layout cells with a size suffix above 1: 0.08497
[metrics] clk slew on worst S/H paths: approximately 0.080 ns
[metrics] Final period util: 0.5643
[metrics] Final Max Slew Viols: 0
[metrics] total number of warnings across the stage logs: 25
[area by class of cell]
class	count	area [um2]
repair buffers	2	17.52
inverters	3	11.26
flip-flops and latches	41	830.8
well taps	96	120.1
multi-input cells	99	575.6
clock inverters	2	38.79
fillers	755	5219
clock buffers	6	93.84
[registers in the layout, summed over array words and instances (netlist names)]
signal and flops:
clk_1s 1, cnt 40
[through the flow]
step | instances | power (mW) | area, um2
global placement | 241 | 0.4990 | 1555
CTS | 249 | 0.9183 | 1688
floorplan | 147 | 0.4977 | 1434
detailed placement | 241 | 0.4996 | 1555
finish | 249 | 0.9089 | 1688
global route | 249 | 0.9413 | 1688
[worst reg2reg max path, stage by stage (launching register included)]
cell	delay, ns
sky130_fd_sc_hd__dfxtp_1	0.40
sky130_fd_sc_hd__nand3_2	0.16
sky130_fd_sc_hd__or4_1	0.69
sky130_fd_sc_hd__or3_1	0.41
sky130_fd_sc_hd__a211oi_1	0.23
[logic make-up after synthesis]
group,share of synthesized area
buffers and inverters,0.02031
AOI/OAI and AO/OA,0.05448
DFF,0.6131
other,0.002767
xor gates and xnor gates,0.07757
adders and majority gates,0.009232
and+or+nand+nor,0.2225
[layer usage]
layer | global-route usage | vias up
met5 | 0 | -
met4 | 0.008824 | 0
met3 | 0.01056 | 5
met2 | 0.05116 | 14
met1 | 0.05511 | 406
li1 | - | 477
[power by group]
part	internal [mW]	switching, mW
combinational	0.000880	0.00274
sequential	0.481	0.00334
clock	0.258	0.162
[path summary, 6_finish.rpt]
kind	to	slack (ns)	depth (start not counted)
min	cnt[0]	0.49	1
min reg2reg	cnt[0]	0.49	1
max	cnt[13]	1.52	4
max reg2reg	cnt[13]	1.52	4
[synthesized netlist by cell type (all sizes together), types with 2 or more instances]
master | instances | share of area
a211oi | 4 | 0.022
and3 | 3 | 0.015
clkbuf | 3 | 0.0083
dfxtp | 40 | 0.59
inv | 3 | 0.0083
nand2 | 8 | 0.024
nand3 | 5 | 0.026
nand4 | 2 | 0.0092
nor2 | 3 | 0.0083
nor3 | 14 | 0.052
nor3b | 2 | 0.011
nor4 | 8 | 0.037
o21ai | 4 | 0.015
or3 | 4 | 0.018
or4 | 2 | 0.011
xnor2 | 9 | 0.058
xor2 | 3 | 0.019
Power is estimated from default activity; no workload was simulated.
